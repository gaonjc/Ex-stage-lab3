## ./config.mk

```make
export PLATFORM = sky130hd
export DESIGN_NAME = execute
export DESIGN_NICKNAME = execute
export VERILOG_FILES = /design/flow/design.v
export SDC_FILE = /design/flow/constraint.sdc
export NUM_CORES = 4
export LEC_CHECK = 1
export CORE_UTILIZATION = 30
```

## ./constraint.sdc

```tcl
current_design execute

set clk_period 16.3
set clk_io_pct 0.2

create_clock -name clk0 -period $clk_period [get_ports {clk}]

set non_clock_inputs [all_inputs -no_clocks]
set_input_delay [expr $clk_period * $clk_io_pct] -clock clk0 $non_clock_inputs
set_output_delay [expr $clk_period * $clk_io_pct] -clock clk0 [all_outputs]
```

## ./design.v

```verilog
`timescale 1ns / 1ps
module adder(
    input [31:0] a,
    input [31:0] b,
    output [31:0] result
);
    assign result = a + b;
endmodule
`timescale 1ns / 1ps
module alu(
    input [31:0] a,
    input [31:0] b,
    input [2:0] control,
    output reg [31:0] result,
    output zero
);
    always @(*) begin
        case(control)
            3'b000: result = a & b;         
            3'b001: result = a | b;         
            3'b010: result = a + b;         
            3'b110: result = a - b;         
            3'b111: result = (a < b) ? 1 : 0;  
            default: result = 32'bx;        
        endcase
    end
    assign zero = (result == 0);
endmodule
`timescale 1ns / 1ps
module alu_control(
    input [1:0] alu_op,
    input [5:0] funct,
    output reg [2:0] select
);
    always @(*) begin
        case(alu_op)
            2'b00: select = 3'b010;  
            2'b01: select = 3'b110;  
            2'b10: begin
                case(funct)
                    6'b100000: select = 3'b010;  
                    6'b100010: select = 3'b110;  
                    6'b100100: select = 3'b000;  
                    6'b100101: select = 3'b001;  
                    6'b101010: select = 3'b111;  
                    default:   select = 3'bxxx;
                endcase
            end
            default: select = 3'bxxx;
        endcase
    end
endmodule
`timescale 1ns / 1ps
module ex_mem_latch(
    input clk,
    input [1:0] ctlwb_in,
    input [1:0] ctlm_in,
    input [31:0] adder_in,
    input [31:0] alu_result_in,
    input [31:0] rdata2_in,
    input [4:0] muxout_in,
    input alu_zero_in,
    output reg [1:0] ctlwb_out,
    output reg [1:0] ctlm_out,
    output reg [31:0] adder_out,
    output reg [31:0] alu_result_out,
    output reg [31:0] rdata2_out,
    output reg [4:0] muxout_out,
    output reg alu_zero_out
);
    always @(posedge clk) begin
        ctlwb_out <= ctlwb_in;
        ctlm_out <= ctlm_in;
        adder_out <= adder_in;
        alu_result_out <= alu_result_in;
        rdata2_out <= rdata2_in;
        muxout_out <= muxout_in;
        alu_zero_out <= alu_zero_in;
    end
endmodule
`timescale 1ns / 1ps
module execute(
    input clk,
    input [1:0] ctlwb_in, ctlm_in,
    input [31:0] npc, rdata1, rdata2, s_extend,
    input [4:0] instr_2016, instr_1511,
    input [1:0] alu_op,
    input [5:0] funct,
    input alusrc, regdst,
    output [1:0] ctlwb_out, ctlm_out,
    output [31:0] adder_out, alu_result_out, rdata2_out,
    output [4:0] muxout_out
);
    wire [31:0] adder_result;
    wire [31:0] alu_in2;
    wire [2:0] alu_control_out;
    wire [31:0] alu_result;
    wire alu_zero;
    wire [4:0] regdst_muxout;
    adder adder_inst(
        .a(npc), 
        .b(s_extend), 
        .result(adder_result)
    );
    mux_32 alusrc_mux(
        .a(s_extend), 
        .b(rdata2), 
        .sel(alusrc), 
        .y(alu_in2)
    );
    alu_control alu_ctrl_inst(
        .alu_op(alu_op), 
        .funct(funct), 
        .select(alu_control_out)
    );
    alu alu_inst(
        .a(rdata1), 
        .b(alu_in2), 
        .control(alu_control_out), 
        .result(alu_result), 
        .zero(alu_zero)
    );
    mux_5 regdst_mux(
        .a(instr_1511), 
        .b(instr_2016), 
        .sel(regdst), 
        .y(regdst_muxout)
    );
    ex_mem_latch ex_mem_reg(
        .clk(clk),
        .ctlwb_in(ctlwb_in),
        .ctlm_in(ctlm_in),
        .adder_in(adder_result),
        .alu_result_in(alu_result),
        .rdata2_in(rdata2),
        .muxout_in(regdst_muxout),
        .alu_zero_in(alu_zero),
        .ctlwb_out(ctlwb_out),
        .ctlm_out(ctlm_out),
        .adder_out(adder_out),
        .alu_result_out(alu_result_out),
        .rdata2_out(rdata2_out),
        .muxout_out(muxout_out),
        .alu_zero_out()  
    );
endmodule
`timescale 1ns / 1ps
module mux_32(
    input [31:0] a,
    input [31:0] b,
    input sel,
    output [31:0] y
);
    assign y = sel ? a : b;
endmodule
`timescale 1ns / 1ps
module mux_5(
    input [4:0] a,
    input [4:0] b,
    input sel,
    output [4:0] y
);
    assign y = sel ? a : b;
endmodule
```

## ./run.sh

```bash
#!/bin/bash
# OpenROAD 26Q1-2900-gdf79404cd8, Yosys 0.63+post, stock flow scripts
make -C /OpenROAD-flow-scripts/flow DESIGN_CONFIG=/design/flow/config.mk WORK_HOME=/design/flow/orfs finish
```

==> results.yml <==
# implementation run metrics
synth:
  top_cells_by_area: "dfxtp_1 23%, ha_1 20%, a21oi_1 5.8%, inv_1 4.7%, xnor2_1 4.3%"
  synthAdderAreaFrac_pct: 20.9
  ys_types: 77
  synthTopLogicFamily: "AND-OR/OR-AND gates"
  synthMuxAreaShare_pct: 4.46
  ys_ff: 105
  top_area_cell: "dfxtp_1"
  ys_top_cells_by_count: "151 x ha_1, 117 x inv_1, 108 x a21oi_1"
  ys_chip_area_um2: 9340
  synth-xor-area-share_pct: 5.44
  synthSimpleGateAreaFrac_pct: 13.0
  synth_area_per_cell_um2: 8.18
  edf_count: 0
  ys_seq_share_pct: 22.5
  most_common_cell: "ha_1"
  synthArstFlopShare_pct: 0
  aoi_share_pct: 27.4
  ys.flop_type: "dfxtp_1"
  top_area_share_pct: 22.5
  ys_cells: 1141
  synthesis.area_um2: 9340
  synth_cells: 1141
  ys.warnings.count: 3
setup_path:
  required_ps: 16580
  worstPathArrival_ps: 7070
  crit_path_start_kind: "input port"
  startpoint: "alusrc"
  worst_setup_path_end_kind: "register"
  crit_type: "input port to register"
  cp_max_fo: 29
placement:
  port_buffers: 257
  gp_congestion: 0.912
  hpwl_mm: 25.8
  dpl_cell_area_um2: 12300
global_route:
  grt_pass1_vias: 8843
  grt_max_degree: 30
  antenna_found_initial: 0
  grt_overflow: 0
  track_usage_pct: 20.3
  grt_pass1_wl_mm: 49.1
flow_run:
  openroad.warnings: 112
  maxCapViolations: 0
detailed_routing:
  ant_nets: 0
  diodes: 0
  first_pass_iters: 4
  post_drt_via_cell_ratio: 5.12
  wl_per_cell_um: 18.0
  vias: 9136
  routed_wirelength_mm: 32.2
  first_iter_violations: 515
  drc: 0
floorplan:
  fp.dieH_um: 178
  num_rows: 64
  fp-utilization_pct: 30.5
  pin_count: 258
  die_x_um: 178
  coreArea_um2: 30600
  dieArea_um2: 31800
timing:
  setup-tns-final_ps: 0
  finalHoldViolations: 0
  rsz0062_at_grt: "false"
  layout_min_cycle_time_ps: 6800
  clock.fmax_mhz: 147
  worst_pin_slew_ps: 967
  finalCritPeriodShare_pct: 41.7
  finalSetupViolations: 0
  max-slew-margin-rel_pct: 35.0
  maxSlewViolCount: 0
power:
  p_total_w: 0.00101
  power_density_nw_per_um2: 79.5
  leakagePower_nw: 5.72
  ir_drop_v: 0.0000513
finish:
  area_growth_pct: 35.7
  postLayoutCellArea_um2: 12700
  drive_above_1_share_pct: 4.39
min_path:
  hp-start: "ctlm_in[1]"
  worstHoldPathCells: 1
  hold_path.class: "input port to register"
  min_to: "ex_mem_reg.ctlm_out[1]"
cts:
  cts_num_sinks: 105
  post_cts_resized: 0
  cts_setup_buffers: 0
  h-tree-depth: 3
  ctsHoldBuffers: 0
  clock-root-buffer: "clkbuf_16"
  cts_tree: "done"
  cts_inserted_buffers: 9
  clk_pin_slew_ps: 80
  clock_path_buffers: 2
status:
  outcome: "completed"
[logic make-up (layout without fill, tap and decap cells)]
group,after synthesis,after routing
AOI/OAI and AO/OA,370,370
and+or+nand+nor,258,258
muxes,41,41
adders and majority gates,154,154
xor gates and xnor gates,58,58
DFF,105,105
buffers and inverters,155,402
[through the flow]
| stage | utilization (%) | worst slack, ps | hold slack, ps | cells |
|---|---|---|---|---|
| floorplan | - | 9610 | 3290 | 1141 |
| global placement | 40.4 | 9170 | 3710 | 1769 |
| detailed placement | 40.4 | 9130 | 3710 | 1769 |
| CTS | 41.4 | 9530 | 3300 | 1784 |
| global route | 41.4 | 9230 | 3310 | 1784 |
| finish | 41.4 | 9500 | 3330 | 1784 |
[cell usage in the layout (no fill, tap or decap), drive strengths merged, types with 7 or more instances in the layout]
master and n:
clkdlybuf4s50 256, nand4 7, ha 151, o31ai 13
o211ai 7, a211oi 13, a31oi 12, o21a 8
nor3 20, dfxtp 105, nor2 93, o21bai 16
xnor2 46, clkbuf 9, inv 118, a21o 42
o22ai 19, o221ai 7, nor2b 14, or3 8
mux2i 36, nand2 57, xor2 12, nand3 19
nand2b 11, a21oi 110, a221oi 16, o21ai 45
buf 14
[worst max-delay path by stage]
stage,to,slack [ps],depth (start not counted)
after CTS,ex_mem_reg.alu_result_out[28],9530,13
after global routing,ex_mem_reg.alu_result_out[30],9230,13
final,ex_mem_reg.alu_result_out[28],9500,13
[critical path: stages]
cell and delay [ps]:
buf_2 180, buf_4 530, mux2i_1 450, ha_1 360, nor2b_1 180, o311ai_0 230, a2111oi_0 440, o21ai_0 250
and2_1 230, a41o_1 300, o21ba_2 250, mux2i_1 110, a211o_1 260
[power by group]
part           internal, W  leakage (nW)  switching (W)
logic             0.000232          4.69       0.000217
clock network     0.000135         0.148       0.000109
registers         0.000301         0.886      0.0000127
[cell type report]
type / count / area (µm²)
inverters: 117 / 439
multi-input cells: 881 / 6650
well taps: 396 / 495
clock buffers: 9 / 225
fillers: 3040 / 17900
flip-flops and latches: 105 / 2100
clock inverters: 6 / 92.6
repair buffers: 270 / 2670
[flip-flops by register name, indices dropped and copies added, names as in the netlist]
signal	flops
ex_mem_reg.adder_out	32
ex_mem_reg.alu_result_out	32
ex_mem_reg.rdata2_out	32
ex_mem_reg.muxout_out	5
ex_mem_reg.ctlm_out	2
ex_mem_reg.ctlwb_out	2
[layer usage]
layer / part of all wire (%) / track usage, % / up-vias
met5: 0 / 0 / -
met2: 46 / 33.3 / 285
met3: 6.2 / 3.78 / 31
met4: 1.5 / 2.79 / 0
met1: 46 / 28.4 / 4251
li1: - / - / 4569
Power is estimated from default activity; no workload was simulated.
